==> ./design.v <==
module text_LCD_basic(
rst, clk, LCD_E, LCD_RS, LCD_RW, LCD_DATA, LED_out
    );
input rst, clk;
output LCD_E, LCD_RS, LCD_RW;
output reg [7:0] LCD_DATA;
output reg [7:0] LED_out;
wire LCD_E;
reg LCD_RS, LCD_RW;
reg [2:0] state; 
parameter   DELAY = 3'b000,
            FUNCTION_SET = 3'b001,
            ENTRY_MODE = 3'b010,
            DISP_ONOFF = 3'b011,
            LINE1 = 3'b100,
            LINE2 = 3'b101,
            DELAY_T = 3'b110,
            CLEAR_DISP = 3'b111;
integer cnt;
always @(posedge clk or negedge rst)
begin
    if(!rst) begin
        state = DELAY;
        cnt = 0;
    end
    else
    begin
        case(state)
            DELAY : begin
                if(cnt >= 70) begin
                    LED_out = 8'b1000_0000;
                    state = FUNCTION_SET;
                    cnt = 0;
                end
                else cnt = cnt + 1;
            end
            FUNCTION_SET : begin
                if(cnt >= 30) begin
                    LED_out = 8'b0100_0000;
                    state = DISP_ONOFF;
                    cnt = 0;
                end
                else cnt = cnt + 1;
            end
            DISP_ONOFF : begin
                if(cnt >= 30) begin
                    LED_out = 8'b0010_0000;
                    state = ENTRY_MODE;
                    cnt = 0;
                end
                else cnt = cnt + 1;
            end 
            ENTRY_MODE : begin
                if(cnt >= 30) begin
                    LED_out = 8'b0001_0000;
                    state = LINE1;
                    cnt = 0;
                end
                else cnt = cnt + 1;
            end
            LINE1 : begin
                if(cnt >= 20) begin
                    LED_out = 8'b0000_1000;
                    state = LINE2;
                    cnt = 0;
                end
                else cnt = cnt + 1;
            end
            LINE2 : begin
                if(cnt >= 20) begin
                    LED_out = 8'b0000_0100;
                    state = DELAY_T;
                    cnt = 0;
                end
                else cnt = cnt + 1;
            end
            DELAY_T : begin
                if(cnt >= 5) begin
                    LED_out = 8'b0000_0010;
                    state = CLEAR_DISP;
                    cnt = 0;
                end
                else cnt = cnt + 1;
            end
            CLEAR_DISP : begin
                if(cnt >= 5) begin
                    LED_out = 8'b0000_0001;
                    state = LINE1;
                    cnt = 0;
                end
                else cnt = cnt + 1;
            end
            default : state = DELAY;
        endcase
    end
end
always @(posedge clk or negedge rst)
begin
    if(!rst) 
        {LCD_RS, LCD_RW, LCD_DATA} = 10'b1_1_00000000;
    else begin
        case(state)
            FUNCTION_SET :
                {LCD_RS, LCD_RW, LCD_DATA} = 10'b0_0_0011_1000;
            DISP_ONOFF :
                {LCD_RS, LCD_RW, LCD_DATA} = 10'b0_0_0000_1100;
            ENTRY_MODE :
                {LCD_RS, LCD_RW, LCD_DATA} = 10'b0_0_0000_0111;
            LINE1 :
                begin
                    case(cnt)
                    00 : {LCD_RS, LCD_RW, LCD_DATA} <= 10'b0_0_1000_0000;
                    01 : {LCD_RS, LCD_RW, LCD_DATA} <= 10'b1_0_0010_0000;  
                    02 : {LCD_RS, LCD_RW, LCD_DATA} <= 10'b1_0_0100_1000;  
                    03 : {LCD_RS, LCD_RW, LCD_DATA} <= 10'b1_0_0100_0101;  
                    04 : {LCD_RS, LCD_RW, LCD_DATA} <= 10'b1_0_0100_1100;  
                    05 : {LCD_RS, LCD_RW, LCD_DATA} <= 10'b1_0_0100_1100;  
                    06 : {LCD_RS, LCD_RW, LCD_DATA} <= 10'b1_0_0100_1111;  
                    07 : {LCD_RS, LCD_RW, LCD_DATA} <= 10'b1_0_0010_0000;  
                    08 : {LCD_RS, LCD_RW, LCD_DATA} <= 10'b1_0_0101_0111;  
                    09 : {LCD_RS, LCD_RW, LCD_DATA} <= 10'b1_0_0100_1111;  
                    10 : {LCD_RS, LCD_RW, LCD_DATA} <= 10'b1_0_0101_0010;  
                    11 : {LCD_RS, LCD_RW, LCD_DATA} <= 10'b1_0_0100_1100;  
                    12 : {LCD_RS, LCD_RW, LCD_DATA} <= 10'b1_0_0100_0100;  
                    13 : {LCD_RS, LCD_RW, LCD_DATA} <= 10'b1_0_0010_0001;  
                    14 : {LCD_RS, LCD_RW, LCD_DATA} <= 10'b1_0_0010_0000;  
                    15 : {LCD_RS, LCD_RW, LCD_DATA} <= 10'b1_0_0010_0000;  
                    16 : {LCD_RS, LCD_RW, LCD_DATA} <= 10'b1_0_0010_0000;  
                    default : {LCD_RS, LCD_RW, LCD_DATA} <= 10'b1_0_0010_0000;  
                endcase
           end
           LINE2 :
                begin
                    case(cnt)
                    00 : {LCD_RS, LCD_RW, LCD_DATA} <= 10'b0_0_1100_0000;
                    01 : {LCD_RS, LCD_RW, LCD_DATA} <= 10'b1_0_0011_0010;  
                    02 : {LCD_RS, LCD_RW, LCD_DATA} <= 10'b1_0_0011_0000;  
                    03 : {LCD_RS, LCD_RW, LCD_DATA} <= 10'b1_0_0011_0010;  
                    04 : {LCD_RS, LCD_RW, LCD_DATA} <= 10'b1_0_0011_0010;  
                    05 : {LCD_RS, LCD_RW, LCD_DATA} <= 10'b1_0_0011_0100;  
                    06 : {LCD_RS, LCD_RW, LCD_DATA} <= 10'b1_0_0011_0100;  
                    07 : {LCD_RS, LCD_RW, LCD_DATA} <= 10'b1_0_0011_0000;  
                    08 : {LCD_RS, LCD_RW, LCD_DATA} <= 10'b1_0_0011_0000;  
                    09 : {LCD_RS, LCD_RW, LCD_DATA} <= 10'b1_0_0011_0010;  
                    10 : {LCD_RS, LCD_RW, LCD_DATA} <= 10'b1_0_0011_0100;  
                    11 : {LCD_RS, LCD_RW, LCD_DATA} <= 10'b1_0_0010_0000;  
                    12 : {LCD_RS, LCD_RW, LCD_DATA} <= 10'b1_0_0100_1011;  
                    13 : {LCD_RS, LCD_RW, LCD_DATA} <= 10'b1_0_0101_0011;  
                    14 : {LCD_RS, LCD_RW, LCD_DATA} <= 10'b1_0_0100_1000;  
                    15 : {LCD_RS, LCD_RW, LCD_DATA} <= 10'b1_0_0010_0000;  
                    16 : {LCD_RS, LCD_RW, LCD_DATA} <= 10'b1_0_0010_0000;  
                    default : {LCD_RS, LCD_RW, LCD_DATA} <= 10'b1_0_0010_0000;  
                endcase
            end
            DELAY_T : 
                {LCD_RS, LCD_RW, LCD_DATA} = 10'b0_0_0000_0010;
            CLEAR_DISP :
                {LCD_RS, LCD_RW, LCD_DATA} = 10'b0_0_0000_0001;
            default :
                {LCD_RS, LCD_RW, LCD_DATA} = 10'b1_1_0010_0000;
         endcase
     end
end
assign LCD_E = clk;
endmodule
==> ./run.sh <==
#!/bin/bash
# OpenROAD 26Q1-2900-gdf79404cd8, Yosys 0.63+post, stock flow scripts
make -C /OpenROAD-flow-scripts/flow DESIGN_CONFIG=/design/flow/config.mk WORK_HOME=/design/flow/orfs finish
==> ./config.mk <==
export PLATFORM = sky130hd
export DESIGN_NAME = text_LCD_basic
export DESIGN_NICKNAME = text_LCD_basic
export VERILOG_FILES = /design/flow/design.v
export SDC_FILE = /design/flow/constraint.sdc
export NUM_CORES = 4
export LEC_CHECK = 1
export CORE_UTILIZATION = 30
==> ./constraint.sdc <==
current_design text_LCD_basic

set clk_period 5.0
set clk_io_pct 0.2

create_clock -name clk0 -period $clk_period [get_ports {clk}]

set non_clock_inputs [all_inputs -no_clocks]
set_input_delay [expr $clk_period * $clk_io_pct] -clock clk0 $non_clock_inputs
set_output_delay [expr $clk_period * $clk_io_pct] -clock clk0 [all_outputs]
==> out/results.md <==
| Group | Result | Reported |
| --- | --- | --- |
| timing | RSZ-0062 raised after global routing | no |
| power | Worst vdd ir | 0.0002062 V |
| setup path | Slowest CP cell | sky130_fd_sc_hd__clkdlybuf4s50_1 |
| floorplan | Core area | 10,510 um^2 |
| synthesis | Most popular library cell in the synthesized design by count | sky130_fd_sc_hd__dfrtp_1 |
| clock network | CTS tree | done |
| floorplan | Number of primary I/O pins | 21 |
| timing | Worst Max-Slew Pin Slew | 0.8653 ns |
| synthesis | Chip Area, Yosys | 3311 um^2 |
| detailed routing | # DRC | 0 |
| power | Switching share of total power | 18.77% |
| place | Routability cong. | 0.8501 |
| synthesis | Fraction of post-synthesis cell area in the top cell type by area | 35.53% |
| synthesis | Most frequent cells after synthesis | sky130_fd_sc_hd__dfrtp_1 (47), sky130_fd_sc_hd__a211oi_2 (27), sky130_fd_sc_hd__nand2_1 (23) |
| synthesis | Cell count listed in synth_stat.txt | 323 |
| setup path | CP cell instances | clkbuf_8 -> clkbuf_8 -> clkdlybuf4s50_1 |
| setup path | Most common cell on crit path | sky130_fd_sc_hd__clkbuf_8 |
| synthesis | Largest family of logic cells by area | AND-OR/OR-AND gates |
| power | Portion of total power attributed to the clock network | 54.4% |
| synthesis | Simple Share, Synth | 17.46% |
| power | Sw power | 0.2007 mW |
| run | Number of max-cap violations | 0 |
| synthesis | Cells after synthesis | 323 |
| detailed routing | Iteration-0 DRC Markers | 186 |
| detailed routing | Post-route ant nets | 0 |
| power | Reported leakage power | 1.428 nW |
| final layout | Area used by multi-input combinational logic | 1633 um^2 |
| timing | Relative slew slack | 41.87% |
| global routing | Vias in the first global route | 2,364 |
| place | Port Buffer Count | 20 |
| timing | Number of endpoints failing setup at the final stage | 0 |
| setup path | Type of origin of the critical path | clock port |
| place | DP HPWL | 4.436 mm |
| final layout | Sequential Area | 1495 um^2 |
| final layout | # fillers | 1,013 |
| clock network | Clk Latency, worst-skew pair | 0.44 ns |
| global routing | Grt total ovfl | 0 |
| setup path | Critical Path Sink Type | output pin |
| setup path | Delay of the slowest critical-path stage | 0.39 ns |
| synthesis | Mean cell area of the mapped netlist | 10.25 um^2 |
| synthesis | Synth Area in Compound Gates | 20.18% |
| final layout | Share of cells above drive strength 1 | 18.24% |
| timing | Smallest hold slack | 0.4744 ns |
| synthesis | Top_reg_cell synth | sky130_fd_sc_hd__dfrtp_1 |
| synthesis | Cell types with the largest area share after synthesis | sky130_fd_sc_hd__dfrtp_1 (36%), sky130_fd_sc_hd__a211oi_2 (10%), sky130_fd_sc_hd__edfxtp_1 (7.3%) |
| clock network | Count of cells resized by post-cts repair | 0 |
| floorplan | Initial standard-cell utilization of the core | 31.50% |
| global routing | Grt peak-use layer | met1 |
| clock network | Post-CTS setup buffer count | 0 |
| global routing | M1 GR Usage | 20.56% |
| power | Power density over the cells | 277.6 nW/um^2 |
| final layout | Final non-filler cell total | 476 |
| floorplan | X dimension of the die | 107.1 um |
| synthesis | Cell taking the most area after synthesis | sky130_fd_sc_hd__dfrtp_1 |
| min path | Hold WC Path Type | register to register |
| detailed routing | Routed via count | 2,494 |
| synthesis | Fraction of registers with async set/reset | 86.21% |
| global routing | Global-route wire length before repair | 11.80 mm |
| setup path | Critical path fanouts, max | 2 |
| power | Sequential power share | 44.7% |
| global routing | GR met2 Demand/Resource | 18.89% |
| synthesis | Area of the mapped netlist | 3311 um^2 |
| detailed routing | Detailed-router iteration count before antenna repair | 4 |
| global routing | Tot GR Track Use | 13.15% |
| power | Internal Dissipation | 0.8687 mW |
| place | Post-placement worst setup slack | 1.133 ns |
| power | Combinational share of power | 0.9% |
| floorplan | Rows | 37 |
| detailed routing | Detailed-route wire length per cell | 14.24 um |
| synthesis | Post-synth EDFFs | 8 |
| global routing | Global-route met3 utilization | 3.596% |
| clock network | Quantity of hold-fixing buffers added after cts | 0 |
| timing | Max-slew violation count | 0 |
| synthesis | Area fraction in mux cells | 1.361% |
| synthesis | Seq share, synth | 45.16% |
| synthesis | Flops after synth | 58 |
| setup path | Start-to-end type of the worst setup path | clock port to output pin |
| setup path | Worst Path Arrival | 3.12 ns |
| clock network | CTS clk-pin slew, worst paths | 0.06 ns |
| detailed routing | Final wirelength | 6.776 mm |
| run | Number of warning messages in the logs | 31 |
| floorplan | Height of the die | 107.1 um |
| global routing | Maximum number of pins on one net before global-route repair | 52 |
| run status | Run status | finished, final reports clean |
| timing | Setup TNS after final layout | 0 ns |
| synthesis | Warning count from the yosys run | 1 |
| setup path | Data required time of the worst path | 4.00 ns |
| detailed routing | Detail-routed via count per cell | 5.239 |
| global routing | Antenna violations before repair | 0 |
| timing | Worst Setup Slack, final | 0.8844 ns |
| final layout | Layout overhead on the synthesized area | 16.36% |
| place | Placed insts | 457 |
| synthesis | XOR/XNOR share of the synthesized area | 7.672% |
| synthesis | Adder and majority cell fraction of the synthesized area | 2.646% |
| floorplan | Die Outline Area | 11,460 um^2 |
| timing | Post-route clock skew | 0.01061 ns |
| timing | Endpoints failing hold | 0 |
| synthesis | Synth unique cells | 53 |
| detailed routing | Count of inserted antenna diode cells | 0 |
## worst paths after layout
check                           cells past startpoint  slack, ns     endpoint  startpoint
worst max-delay path                                3       0.88        LCD_E         clk
worst min-delay path                                2       0.47     state[0]    state[0]
worst max register to register                      5       2.13   LED_out[3]      cnt[2]
worst min register to register                      2       0.47     state[0]    state[0]
max in group asynchronous                           2       3.88      cnt[16]         rst
min in group asynchronous                           2       0.65  LCD_DATA[0]         rst
## worst max-delay path: cells and delay by family
family	cells	cell delay, ns
buf+inv	3	0.62
## power by group through the flow
| stage | sequential [mW] | clock (mW) | combinational [mW] |
|---|---|---|---|
| CTS | 0.478 | 0.602 | 0.0106 |
| global route | 0.478 | 0.630 | 0.0120 |
| finish | 0.478 | 0.581 | 0.00990 |
## flip-flops by register name (all words and copies together), names as in the netlist, named ones only
signal	cells
LED_out	8
LCD_RW	1
state	4
cnt	32
LCD_RS	1
LCD_DATA	8
## kinds of logic (layout without fill, tap and decap cells)
logic type / count (synthesis) / count (layout)
muxes: 4 / 4
xor gates and xnor gates: 29 / 29
adders and majority gates: 7 / 7
and+or+nand+nor: 109 / 109
AOI/OAI and AO/OA: 76 / 76
DFF: 58 / 58
buffers and inverters: 40 / 57
## through the flow
stage | total power, mW | area [um^2] | utilization [%]
global placement | 0.5105 | 3580 | 34.06
detailed placement | 0.5105 | 3580 | 34.06
CTS | 1.090 | 3852 | 36.66
global route | 1.120 | 3852 | 36.66
finish | 1.069 | 3852 | 36.66
floorplan | 0.4977 | 3311 | -
## layer usage
layer,wire (um),vias up
met3,356,5
li1,-,1215
met4,51,0
met1,3262,1215
met2,3105,59
met5,0,-
## cell type report
class	count	share of cell area, %
multi-input cells	225	42.38
clock buffers	13	4.547
clock inverters	7	2.793
repair buffers	24	5.781
inverters	13	1.267
flip-flops and latches	58	38.81
well taps	136	4.417
## layout by cell type (no fill, tap or decap), types with 7 or more instances in the layout
| cell | synthesis | routed |
|---|---|---|
| sky130_fd_sc_hd__dfrtp_1 | 47 | 47 |
| sky130_fd_sc_hd__a211oi_2 | 27 | 27 |
| sky130_fd_sc_hd__nand2_1 | 23 | 23 |
| sky130_fd_sc_hd__nor2_1 | 20 | 20 |
| sky130_fd_sc_hd__clkdlybuf4s50_1 | 0 | 19 |
| sky130_fd_sc_hd__nand3_1 | 17 | 17 |
| sky130_fd_sc_hd__o21ai_0 | 16 | 16 |
| sky130_fd_sc_hd__xnor2_1 | 16 | 16 |
| sky130_fd_sc_hd__inv_1 | 13 | 13 |
| sky130_fd_sc_hd__xor2_1 | 13 | 13 |
| sky130_fd_sc_hd__clkbuf_8 | 0 | 12 |
| sky130_fd_sc_hd__nor3_1 | 10 | 10 |
| sky130_fd_sc_hd__nand4_1 | 9 | 9 |
| sky130_fd_sc_hd__edfxtp_1 | 8 | 8 |
| sky130_fd_sc_hd__nor4_1 | 8 | 8 |
| sky130_fd_sc_hd__and4_1 | 7 | 7 |
| sky130_fd_sc_hd__ha_1 | 7 | 7 |
No activity file was given, so power comes from the tool's default toggle rates.
